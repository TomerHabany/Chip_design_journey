File: flow/design.v
`timescale 1ns/1ps
module adder_1bit (
    input logic  a,
    input logic  b,
    input logic  cin,
    output logic sum,
    output logic cout
);
    assign #1 sum = a ^ b ^ cin;
    assign #1 cout = (a & b) | (cin & (a ^ b));
endmodule
`timescale 1ns/1ps
module rca #(
    parameter WIDTH = 8
) (
    input  logic [WIDTH-1:0] a,
    input  logic [WIDTH-1:0] b,
    input  logic             cin,
    output logic [WIDTH-1:0] sum,
    output logic             cout
);
logic [WIDTH:0] carry_chain;
assign carry_chain[0] = cin;
genvar i;
generate
    for (i = 0; i < WIDTH; i = i + 1) begin : adder_loop
        adder_1bit u_adder_1bit (
            .a   (a[i]),
            .b   (b[i]),
            .cin (carry_chain[i]),
            .sum (sum[i]),
            .cout(carry_chain[i+1])
        );
    end
endgenerate
assign cout = carry_chain[WIDTH];
endmodule  
File: flow/config.mk
export PLATFORM = sky130hd
export DESIGN_NAME = rca
export DESIGN_NICKNAME = rca
export VERILOG_FILES = /design/flow/design.v
export SDC_FILE = /design/flow/constraint.sdc
export NUM_CORES = 4
export LEC_CHECK = 1
export CORE_AREA = 10 10 70 70
export DIE_AREA = 0 0 80 80
File: flow/run.sh
#!/bin/bash
# OpenROAD 26Q1-2900-gdf79404cd8, Yosys 0.63+post, stock flow scripts
make -C /OpenROAD-flow-scripts/flow DESIGN_CONFIG=/design/flow/config.mk WORK_HOME=/design/flow/orfs finish
File: flow/constraint.sdc
current_design rca

set clk_period 7.7
set clk_io_pct 0.2

create_clock -name clk0 -period $clk_period

set non_clock_inputs [all_inputs -no_clocks]
set_input_delay [expr $clk_period * $clk_io_pct] -clock clk0 $non_clock_inputs
set_output_delay [expr $clk_period * $clk_io_pct] -clock clk0 [all_outputs]
==> impl_metrics.yaml <==
# flow metrics
run_status:
  status: "completed"
final_layout:
  clock_buffers: 0
  lay_top_count: "clkdlybuf4s50_1"
  flop_area_sq_um: 0
  drive_gt1_share_pct: 0
  area_delta_synth_final_pct: 100.0
  combGateArea_sq_um: 160.2
  fill_cells: 395
  ff_count: 0
  most-common-layout-cells: "clkdlybuf4s50_1, inv_1, fa_1"
run:
  drv_cap: 0
  warnings: 32
routing:
  via_per_inst: 2.344
  drc: 0
  wl_per_cell_microns: 8.322
  initialDrtViolationCount: 0
  n_antenna_cell: 0
  firstDrtPassIters: 1
  ant_nets: 0
  vias: 211
  wl_microns: 749
timing:
  slew_violations: 0
  fin_tns_setup_ns: 0
  setup_viol: 0
  slew_headroom_pct: 93.74
  min_period_over_period_pct: 91.82
  hold_violations: 0
  fmax_mhz: 141.4
  fin_crit_ns: 7.070
  rsz0062_at_grt: "no"
  whs_ns: 4.119
  worst_slew_pin_slew_ns: 0.09362
synth:
  top_area_cell: "fa_1"
  synth.top_cell.area_share_pct: 62.14
  synthesis.area_sq_um: 257.7
  syn-instance-count: 26
  avgSynthCellArea_sq_um: 9.913
  synthTopCellsByArea: "fa_1, buf_4, inv_1"
  ys_cells: 26
  synth.distinct_cells: 3
  synth-warning-count: 0
  ys_area_sq_um: 257.7
  ys_seq_share_pct: 0
floorplan:
  dieArea_sq_um: 6400
  fp_util_pct: 7.546
  die_y_microns: 80
  chipWidth_microns: 80
  io_pins: 26
  std_cell_rows: 21
  core-area_sq_um: 3416
power:
  power_density_nw_per_um2: 68.06
  leakagePower_nw: 0.2134
  irDropWorstVdd_mv: 0.02704
setup_path:
  setup.worst_path.start: "a[0]"
  crit_required_ns: 6.16
  critPathMaxStageDelay_ns: 0.46
  endpoint_kind: "output pin"
  path_class: "in -> out"
  critical_path.endpoint: "sum[7]"
  worst_setup_path_start_kind: "input pin"
  timing.critical_path.cells: "clkdlybuf4s50_1 > inv_1 > fa_1 > inv_1 > fa_1 > fa_1 > fa_1 > fa_1 > fa_1 > fa_1 > inv_1 > fa_1 > inv_1 > clkdlybuf4s50_1"
  arrival_ns: 5.53
  crit_path_frequent_cell: "fa_1"
  cp_slowest_cell: "clkdlybuf4s50_1"
  cp_max_fo: 1
global_route:
  grt_use_met1_pct: 3.235
  grt.busiest_layer: "met1"
  met3_usage_pct: 2.045
  grt_max_degree: 2
  grt_pass1_wl_mm: 1.207
  gr-usage-met2_pct: 2.729
  track_usage_pct: 2.327
  antenna_found_initial: 0
  grt_pass1_vias: 258
  grt_overflow: 0
placed_design:
  placement.io_buffers: 26
  dp_hpwl_microns: 733.3
  gp_congestion: 0.8773
min_path:
  hp-start: "b[0]"
  hold_class: "in -> out"
clock_network:
  cts_resized: 0
  cts_hold_buf: 0
  postCtsSetupBuffers: 0
[routing by layer]
| layer | part of all wire [%] | up-vias |
|---|---|---|
| met5 | 0 | - |
| met2 | 25 | 25 |
| met1 | 44 | 90 |
| met3 | 31 | 0 |
| li1 | - | 96 |
| met4 | 0 | 0 |
[worst max-delay path: cells and delay by family]
family / cells / cell delay (ns)
fa+ha+maj: 8 / 2.87
buf+inv: 6 / 1.13
[worst min path at each step]
stage	endpoint	slack [ns]	depth (start not counted)
final	sum[0]	4.12	5
after CTS	sum[0]	4.13	5
after global routing	sum[0]	4.16	5
[where the power goes]
| group | total, W | leakage, nW | internal (W) | switching, W |
|---|---|---|---|---|
| Sequential | 0 | 0 | 0 | 0 |
| Combinational | 0.0000351 | 0.213 | 0.0000259 | 0.00000917 |
| Clock | 0 | 0 | 0 | 0 |
[cells by family after synthesis]
family	count (synthesis)	synth area share [%]
adders and majority gates	8	62.13
buffers and inverters	18	37.87
[through the flow]
stage	instances	total power (W)	worst slack [ns]	util [%]	instance area, sq um
after floorplan	26	0.00001727	1.524	-	257.7
after global placement	90	0.00003615	0.6132	15.09	515.5
after detailed placement	90	0.00003600	0.5952	15.09	515.5
after CTS	90	0.00003638	0.5866	15.09	515.5
after global routing	90	0.00004033	0.4188	15.09	515.5
final	90	0.00003508	0.6301	15.09	515.5
[cell usage after synthesis]
master  count
inv_1      10
fa_1        8
buf_4       8
[cell type report]
cell class | count | share of cell area, %
timing repair buffer | 26 | 50.49
tap | 46 | 11.17
inverter | 10 | 7.282
multi-input combinational | 8 | 31.07
Power figures rest on the tool's default switching activity, not on a simulated workload.
