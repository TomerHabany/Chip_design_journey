==> ./design.v <==
`timescale 1ns / 1ps
module uart_tx
#(
    parameter TICKS_PER_BIT = 16,  
    parameter DATA_WIDTH   = 8    
)
(
    input  logic        clk,          
    input  logic        rst_n,        
    input  logic [DATA_WIDTH-1:0] din,    
    input  logic        tx_start,     
    input  logic        sample_tick,  
    output logic       tx_out,    
    output logic       tx_done,       
    output logic       baud_en      
);
logic tx_next; 
logic tx_reg; 
logic [$clog2(TICKS_PER_BIT)-1:0] tick_count_next; 
logic [$clog2(TICKS_PER_BIT)-1:0] tick_count_reg; 
logic [$clog2(DATA_WIDTH)-1:0] bit_count_next; 
logic [$clog2(DATA_WIDTH)-1:0] bit_count_reg; 
logic [DATA_WIDTH-1:0] tx_data_next; 
logic [DATA_WIDTH-1:0] tx_data_reg; 
logic tx_done_next;
logic tx_done_reg;
logic baud_en_next;
logic baud_en_reg;
typedef enum logic [1:0] {
    IDLE,
    START,
    DATA,
    STOP
} state_t; 
state_t state_next;
state_t state_reg;
assign tx_out = tx_reg;
assign tx_done = tx_done_reg;
assign baud_en = baud_en_reg;
always_ff @(posedge clk or negedge rst_n) begin
    if(!rst_n) begin
        state_reg <= IDLE;
        tx_reg <= 1'b1;  
        tick_count_reg <= '0;
        bit_count_reg <= '0;
        tx_data_reg <= '0;
        tx_done_reg <= 1'b0;
        baud_en_reg <= 1'b0;
    end else begin
        state_reg <= state_next;
        tx_reg <= tx_next;
        tick_count_reg <= tick_count_next;
        bit_count_reg <= bit_count_next;
        tx_data_reg <= tx_data_next;
        tx_done_reg <= tx_done_next;
        baud_en_reg <= baud_en_next;
    end
end
always_comb begin
     state_next = state_reg;
     tx_next = tx_reg;
     tick_count_next = tick_count_reg;
     bit_count_next = bit_count_reg;
     tx_data_next = tx_data_reg;
     tx_done_next = 1'b0;  
     baud_en_next = (state_reg != IDLE);  
        case(state_reg)
        IDLE: begin
            tx_next = 1'b1;  
            if (tx_start) begin
                state_next = START;
                tx_data_next = din;  
                tick_count_next = '0;
            end
        end   
        START: begin
            tx_next = 1'b0  ;  
            if (sample_tick) begin
                if (tick_count_reg == TICKS_PER_BIT - 1) begin
                    state_next = DATA;
                    tick_count_next = '0;
                    bit_count_next = '0;
                end else begin
                    tick_count_next = tick_count_reg + 1;
                end
            end
        end
        DATA: begin 
            tx_next = tx_data_reg[0];                             
            if (sample_tick) begin                                
                if (tick_count_reg == TICKS_PER_BIT - 1) begin   
                    tick_count_next = '0;                       
                    if (bit_count_reg == DATA_WIDTH - 1) begin   
                        state_next = STOP;                       
                        bit_count_next = '0;                     
                    end else begin
                        bit_count_next = bit_count_reg + 1;       
                        tx_data_next = tx_data_reg >> 1;         
                    end
                end else begin
                    tick_count_next = tick_count_reg + 1;        
                end
            end
        end
        STOP: begin
            tx_next = 1'b1;          
            if (sample_tick) begin
                if (tick_count_reg == TICKS_PER_BIT - 1) begin
                    state_next = IDLE;
                    tx_done_next = 1'b1;  
                    tick_count_next = '0;
                end else begin
                    tick_count_next = tick_count_reg +1;
                end
            end
        end
        endcase
    end
endmodule
==> ./run.sh <==
#!/bin/bash
# OpenROAD 26Q1-2900-gdf79404cd8, Yosys 0.63+post, stock flow scripts
make -C /OpenROAD-flow-scripts/flow DESIGN_CONFIG=/design/flow/config.mk WORK_HOME=/design/flow/orfs finish
==> ./config.mk <==
export PLATFORM = sky130hd
export DESIGN_NAME = uart_tx
export DESIGN_NICKNAME = uart_tx
export VERILOG_FILES = /design/flow/design.v
export SDC_FILE = /design/flow/constraint.sdc
export NUM_CORES = 4
export LEC_CHECK = 1
export CORE_AREA = 10 10 105 105
export DIE_AREA = 0 0 115 115
==> ./constraint.sdc <==
current_design uart_tx

set clk_period 3.4
set clk_io_pct 0.2

create_clock -name clk0 -period $clk_period [get_ports {clk}]

set non_clock_inputs [all_inputs -no_clocks]
set_input_delay [expr $clk_period * $clk_io_pct] -clock clk0 $non_clock_inputs
set_output_delay [expr $clk_period * $clk_io_pct] -clock clk0 [all_outputs]
==> results.yml <==
# implementation run metrics
yosys:
  ys_area_mm2: 0.00116
  synthTopCellsByCount: "dfrtp_1 (19), ha_1 (11), mux2_2 (9)"
  ys_cells: 97
  most_common_cell: "dfrtp_1"
  ys_warn_count: 1
  synth_flops: 20
  netlist_area_mm2: 0.00116
  edf_count: 0
  synth-async-reset-ratio_pct: 100
  ff_type: "dfrtp_1"
  top_area_share_pct: 40.9
  synth_area_leader_cell: "dfrtp_1"
  topCellsByArea: "dfrtp_1 (41%), ha_1 (12%), mux2_4 (10%)"
  syn_avg_cell_area_um2: 12.0
  synthDistinctLibCells: 28
  netlist_instances: 97
  ys_seq_share_pct: 43.2
placed_design:
  dpl.cell_count: 217
  place.gp.congestion: 0.775
  place_ws_ns: 0.907
  post-dp-hpwl_mm: 1.62
  placed_area_mm2: 0.00142
  port-buffer-count: 14
timing:
  relSlewSlack_pct: 62.0
  hold_slack_ns: 0.505
  skew_ns: 0.00177
  postLayoutSetupSlackWorst_ns: 1.14
  max_freq_ghz: 0.443
  maxSlewViolCount: 0
  finalCritPeriodShare_pct: 66.4
  grt_setup_unrepaired: "no"
  setup_tns_ns: 0
  finalHoldViolCount: 0
  setup_viol: 0
  tightest_slew_ns: 0.571
  layout_min_cycle_time_ns: 2.26
worst_setup_path:
  worstPathCellList: "clkdlybuf4s50_1 > and4_4 > o211a_1 > mux2_4"
  path_max_fanout: 9
  max_stage_delay_ns: 0.63
  crit_arrival_ns: 2.40
  crit_required_ns: 3.54
  path_class: "in2reg"
  worstSetupEndpointType: "flop"
  slowest_stage: "clkdlybuf4s50_1"
  start_kind: "input port"
global_route:
  grt_pass1_wl_mm: 3.57
  antenna_found_initial: 0
  grt_max_degree: 21
  gr-total-overflow: 0
  track_usage_pct: 3.26
  first_global_vias: 719
finish:
  areaGrowthSynthToFinish_pct: 28.2
  largest_reg_flops: 8
  drive_above_1_share_pct: 22.1
  fin_area_mm2: 0.00149
  final_util_pct: 17.0
  fillers: 967
  final_cells: 221
route:
  drt-initial-drc-count: 37
  drt-pass1-iter-count: 4
  antenna_cells: 0
  drc: 0
  ant_nets: 0
  vias: 740
  routed_via_density: 3.35
  wl_per_cell_um: 9.64
  routed_wl_mm: 2.13
floorplanning:
  die_w_um: 115
  coreArea_mm2: 0.00876
  dieHeight_um: 115
  dieArea_mm2: 0.0132
  initCoreUtil_pct: 13.2
  ioPinCount: 15
  num_rows: 34
job:
  warning_count: 32
  drv_cap: 0
clocking:
  cts.sinks: 20
  path_clk_slew_ns: 0.07
  cts_tree: "yes"
  numCtsBuffers: 3
  clk_latency_ns: 0.25
  h-tree-depth: 1
  cts_setup_buffers: 0
  cts.path.max_buffers: 2
  ctsResizeCount: 0
  cts_root_buf: "clkbuf_8"
  cts_hold_buf: 0
power:
  powerDensity_mw_per_mm2: 869
  total_power_mw: 1.29
  p_leak_nw: 0.643
  vdd_drop_max_uv: 267
worst_hold_path:
  hold_class: "reg2reg"
status:
  status: "completed"
final timing paths:
kind                                            start                      endpoint  slack, ns  cells past startpoint
max                                       sample_tick    tx_data_reg[0]$_DFFE_PN0P_       1.14                      4
min                        tx_data_reg[0]$_DFFE_PN0P_              tx_reg$_DFF_PN1_       0.51                      2
max reg2reg                  state_reg[0]$_DFFE_PN0P_    tx_data_reg[0]$_DFFE_PN0P_       1.20                      5
min reg2reg                tx_data_reg[0]$_DFFE_PN0P_              tx_reg$_DFF_PN1_       0.51                      2
max in group asynchronous                       rst_n              tx_reg$_DFF_PN1_       2.38                      2
min in group asynchronous                       rst_n  bit_count_reg[0]$_DFFE_PN0P_       0.76                      2
report_power, final:
| part | internal [mW] | switching (mW) | leakage (nW) |
|---|---|---|---|
| logic | 0.359 | 0.270 | 0.361 |
| clock network | 0.157 | 0.0761 | 0.0357 |
| registers | 0.351 | 0.0795 | 0.247 |
| total | 0.868 | 0.425 | 0.643 |
placed cells by master (no fill, tap or decap), types with 4 or more instances in the layout:
master	instances
ha_1	11
clkdlybuf4s50_1	14
mux2_4	8
inv_1	6
a21oi_1	4
dfrtp_1	19
mux2_2	9
nand2_1	5
worst max-delay path: cells and delay by family:
family	cells	cell delay, ns
mux	1	0.34
simple gates	1	0.30
buf+inv	1	0.63
compound gates	1	0.45
logic make-up after synthesis:
family                   share of synthesized area (%)
AND-OR/OR-AND                                     9.05
multiplexers                                      21.7
buffers and inverters                             4.20
AND/OR/NAND/NOR                                   10.0
flip-flops                                        43.2
adder cells (fa/ha/maj)                           11.9
final cells by class:
class                   count  area (µm²)  area share, %
clock buffers               3        41.3           2.77
clock inverters             1        30.0           2.02
inverters                   6        22.5           1.51
multi-input cells          68         611           41.0
flip-flops and latches     20         502           33.7
well taps                 108         135           9.08
repair buffers             15         148           9.92
routing by layer:
metal | up-vias | global-route usage, % | share of wire (%)
met1 | 350 | 4.65 | 52
met5 | - | 0 | 0
met3 | 2 | 1.74 | 8.4
met2 | 14 | 4.39 | 39
li1 | 374 | - | -
met4 | 0 | 0.330 | 0.94
Power is estimated from default activity; no workload was simulated.
