`flow/run.sh`:
```
#!/bin/bash
# OpenROAD 26Q1-2900-gdf79404cd8, Yosys 0.63+post, stock flow scripts
make -C /OpenROAD-flow-scripts/flow DESIGN_CONFIG=/design/flow/config.mk WORK_HOME=/design/flow/orfs finish
```
`flow/config.mk`:
```
export PLATFORM = sky130hd
export DESIGN_NAME = fifo
export DESIGN_NICKNAME = fifo
export VERILOG_FILES = /design/flow/design.v
export SDC_FILE = /design/flow/constraint.sdc
export NUM_CORES = 4
export LEC_CHECK = 1
export CORE_UTILIZATION = 50
```
`flow/constraint.sdc`:
```
current_design fifo

set clk_period 4.6
set clk_io_pct 0.2

create_clock -name clk0 -period $clk_period [get_ports {clk}]

set non_clock_inputs [all_inputs -no_clocks]
set_input_delay [expr $clk_period * $clk_io_pct] -clock clk0 $non_clock_inputs
set_output_delay [expr $clk_period * $clk_io_pct] -clock clk0 [all_outputs]
```
`flow/design.v`:
```
`timescale 1ns/1ps
module fifo
#(
    parameter DATA_WIDTH = 8,
    parameter DEPTH = 16
)
(
    input logic clk,
    input logic rst_n,
    input logic wr_en,
    input logic rd_en,
    input logic [DATA_WIDTH-1:0] din,
    output logic [DATA_WIDTH-1:0] dout,
    output logic full,
    output logic empty    
);
    logic [DATA_WIDTH-1:0] mem [0:DEPTH-1];
    localparam PTR_WIDTH = $clog2(DEPTH);
    logic [PTR_WIDTH-1:0] wr_ptr, rd_ptr;
    logic [PTR_WIDTH:0] count; 
    logic wr_valid;
    logic rd_valid;
    assign wr_valid = wr_en && !full;
    assign rd_valid = rd_en && !empty;
    always_ff @(posedge clk or negedge rst_n) begin
        if (!rst_n) begin
            wr_ptr <= 0;
            rd_ptr <= 0;
            count  <= 0;
        end else begin
            if (wr_valid) begin
                if (wr_ptr == (PTR_WIDTH)'(DEPTH-1)) 
                    wr_ptr <= 0;
                else                   
                    wr_ptr <= wr_ptr + 1'b1;
            end
            if (rd_valid) begin
                if (rd_ptr == (PTR_WIDTH)'(DEPTH-1)) 
                    rd_ptr <= 0;
                else                   
                    rd_ptr <= rd_ptr + 1'b1;
            end
            case ({wr_valid, rd_valid})
                2'b10: count <= count + 1'b1;
                2'b01: count <= count - 1'b1;
                default: count <= count; 
            endcase
        end
    end
    assign full         = (count == (PTR_WIDTH+1)'(DEPTH));
    assign empty        = (count == 0);
    always_ff @(posedge clk) begin
        if (wr_valid) mem[wr_ptr] <= din;
    end
    always_ff @(posedge clk or negedge rst_n) begin
        if (!rst_n) begin
            dout <= 0;
        end else if (rd_valid) begin
            dout <= mem[rd_ptr];
        end
        end
endmodule
```
==> Changelog: implementation <==
### Metrics

* Final worst path period share at 0.648
* Synthesized registers at 149
* Aoi share at 0.0420
* TritonCTS clock tree: yes
* Setup-failing EPs final at 0
* Global-route wire length before repair at 17,600 um
* Final Hold Vio Count at 0
* Routed len/inst at 21.8 um
* Startpoint types: input port
* Fin crit period at 2.98 ns
* Maxcap violations at 0
* Hold EP: count[2]
* Gates resized, CTS repair at 0
* Worst-skew pair later-pin latency at between 0.4 and 0.5 ns
* Sink Count at 149
* CTS clk-pin slew, worst paths at roughly 0.060 ns
* Initial antenna violation count at 0
* Tool warning count at 28
* Highest metal used: met4
* Outcome: complete, no violations
* Final Max-Slew Violation Tally at 0
* AND/OR/NAND/NOR Cells, Area Fraction at 0.0308
* Area fraction in xor and xnor cells at 0.00874
* Filler Cell Count at between 800 and 900
* Vias per cell at 5.82
* RSZ-0062 raised after global routing: no
* Mux frac, synth at 0.151
* Layout Area Growth over Synthesis at 17.2%
* DR pass1 iterations at 23
* Share of cells above drive strength 1 at 0.227
* DRT iter0 DRCs at 172
* Hold-fix buffers at CTS at 0
* FF-to-FF Start: count[0]
* I/O pin count at 22
* Root Buffer: clkbuf_16
* Routed Antenna Nets at 0
* Die X-Extent at 112 um
* Via count at 2,961
* Hold WC Path Type: flip-flop to flip-flop
* Crit path from: wr_en
* Actual slew at the worst max-slew pin at ~0.6 ns
* IO Port Bufs at 21
* Final hold slack at between 0.5 and 0.6 ns
* Deepest clock path buffer count at 2
* Hold Crit Depth at 2
* Detailed Place HPWL at 6730 um
* CORE AREA at 0.0116 sq mm
* Rows at 39
* Chip height at ~110 um
* Reg2reg path depth at 9
* Main area contributors: edfxtp_1 (64%), dfrtp_1 (8.7%), mux4_2 (7.1%)
* DRC violations left at 0
* WL met1 at ~4200 um
* Most frequent cell after synthesis: edfxtp_1
* Routed wl met2 at between 5000 and 6000 um
* Leak at 2.44 nW
* Max transition margin at 0.601
* GRT overflow at 0
* Logic family by area: multiplexers
* Number of flops mapped to enable cells by yosys at 128
* Post-CTS Setup Bufs at 0
* Syn Area/Cell at 19.4 sq um
* Total power at 0.00435 W
* VDD IR max at 0.528 mV
* Synth Flop Type: edfxtp_1
* Ys cells at 310
* Commonest cells post-synth: edfxtp_1 (128), dfrtp_1 (21), mux4_2 (19)
* Starting Density at 0.520
* Setup TNS at 0 ns
* Synth unique cells at 37
* Top cell area share at 0.639
* Synth Area in Adders at 0.0221
* Pwr/cell area at 616 mW/mm^2
* Hold_sp: count[2]
* Vias in the first global route at 3,252
* Synthesized area at 0.00601 sq mm
* Reg-to-reg slack, setup at 1.66 ns
* Arr. time, crit path at 3.31 ns
* Post-Syn Instances at 310
* Synth Seq Share at 0.726
* Number of diodes at 0
* Crit Path Max Fanout at 11
* Yosys top cell by area: edfxtp_1
* Inserted Clock Buffers at 17
* Global placement routability congestion at 0.751
* GRT Util Overall at 0.218
* DIE AREA at approximately 0.012 sq mm
* Clk_skew at 0.0100 ns
* Routed met3 length at about 1200 um
* F_max at 336 MHz
* Largest net degree at the start of global routing at 37
* Crit path kind: input port to flip-flop
* Yosys warning tally at 1
* Area figure in the yosys stat output at approximately 0.006 sq mm
* Final WL at 11,100 um
* FF-to-FF End: count[4]
* Critical path endpoint category: flip-flop
* Number of H-tree levels at 4
* Required time of the critical path at 4.93 ns
* Async S/R FF share, synth at 0.141
[layout by cell type, fill, tap and decap left out, types with 9 or more instances in the layout]
| master | Yosys | final |
|---|---|---|
| mux4_2 | 19 | 19 |
| ha_1 | 9 | 9 |
| nor2_1 | 14 | 14 |
| clkdlybuf4s50_1 | 0 | 21 |
| mux4_1 | 13 | 13 |
| mux2_2 | 9 | 9 |
| dfrtp_1 | 21 | 20 |
| clkbuf_16 | 0 | 17 |
| o22ai_1 | 16 | 16 |
| nand2_1 | 10 | 10 |
| buf_4 | 0 | 21 |
| edfxtp_1 | 128 | 128 |
| a21oi_1 | 11 | 11 |
[area by class of cell]
class	instances	area, sq um	area share
timing repair buffer	42	368	0.0522
sequential	149	4370	0.620
clock buffer	20	437	0.0619
clock inverter	11	150	0.0213
tap	143	179	0.0254
inverter	3	11.3	0.00160
multi-input combinational	141	1530	0.218
[stage by stage]
| step | util | instances | cell area, sq um | setup slack (ns) |
|---|---|---|---|---|
| after floorplan | - | 310 | 6010 | 1.70 |
| after global placement | 0.559 | 478 | 6460 | 1.31 |
| after detailed placement | 0.559 | 478 | 6460 | 1.26 |
| after CTS | 0.610 | 509 | 7050 | 1.64 |
| after global routing | 0.610 | 509 | 7050 | 1.45 |
| final | 0.610 | 509 | 7050 | 1.62 |
[where the power goes]
part | internal (W) | total, W | switching, W | leakage, nW
combinational | 0.000606 | 0.00113 | 0.000523 | 0.762
clock | 0.000853 | 0.00137 | 0.000513 | 0.281
sequential | 0.00167 | 0.00185 | 0.000179 | 1.40
[sequential cells by signal (all words and copies together) (netlist names)]
register	flops
mem	128
rd_ptr	4
wr_ptr	4
count	5
dout	8
[how the worst max path moves through the flow]
stage | slack (ns) | endpoint
after global routing | 1.45 | count[4]
final | 1.62 | count[4]
after CTS | 1.64 | count[4]
[worst max-delay path, cell delays in order]
cell	delay, ns
clkdlybuf4s50_1	0.45
a21boi_0	0.22
buf_4	0.21
inv_1	0.05
ha_1	0.28
fa_1	0.45
a21o_1	0.20
a21oi_1	0.17
mux2i_1	0.23
xnor2_1	0.13
[cell families after synthesis]
group | Yosys count
AND-OR/OR-AND | 41
XOR/XNOR | 6
adder cells (fa/ha/maj) | 10
buffers and inverters | 20
flip-flops | 149
multiplexers | 44
AND/OR/NAND/NOR | 40
[metal layers]
layer,track usage,up-vias
met5,0,-
met4,0.0279,0
met3,0.120,13
met2,0.322,125
met1,0.335,1471
li1,-,1352
No activity file was given, so power comes from the tool's default toggle rates.
